`design/flow/run.sh`:
```
#!/bin/bash
# OpenROAD 26Q1-2900-gdf79404cd8, Yosys 0.63+post, stock flow scripts
make -C /OpenROAD-flow-scripts/flow DESIGN_CONFIG=/design/flow/config.mk WORK_HOME=/design/flow/orfs finish
```
`design/flow/config.mk`:
```
export PLATFORM = sky130hd
export DESIGN_NAME = FSM
export DESIGN_NICKNAME = FSM
export VERILOG_FILES = /design/flow/design.v
export SDC_FILE = /design/flow/constraint.sdc
export NUM_CORES = 4
export LEC_CHECK = 1
export CORE_AREA = 10 10 70 70
export DIE_AREA = 0 0 80 80
export SYNTH_HDL_FRONTEND = slang
```
`design/flow/constraint.sdc`:
```
current_design FSM

set clk_period 1.6
set clk_io_pct 0.2

create_clock -name clk0 -period $clk_period [get_ports {SYS_CLK}]

set non_clock_inputs [all_inputs -no_clocks]
set_input_delay [expr $clk_period * $clk_io_pct] -clock clk0 $non_clock_inputs
set_output_delay [expr $clk_period * $clk_io_pct] -clock clk0 [all_outputs]
```
`design/flow/design.v`:
```
timeunit 1ns;
timeprecision 1ps;
module FSM (				
	input logic R_NEG_FLAG,  
	input logic R_POS_FLAG,  
	input logic P_NEG_FLAG,  
	input logic P_POS_FLAG,  
	input logic DAC, 	 
	input logic UI_LT_EQ_PRNG,  
	input logic SYS_CLK,  
	logic A_RESET,  
	output logic DEC_R_NEG,  
	output logic INC_R_NEG,  
	output logic DEC_R_POS,  
	output logic INC_R_POS,  
	output logic M_ON_P,
	output logic M_ON_N,
	output logic M_ON,  
	output logic ZC,  
	output logic SCLR_PRNG,  
	output logic LOAD_PRNG,  
	output logic EN_PRNG,  
	output logic SCLR_R_NEG,  
	output logic SCLR_R_POS,  
	output logic SCLR_N_FLAG,  
	output logic SCLR_P_FLAG,  
	logic LOAD_P_FLAG,  
	logic LOAD_N_FLAG  
);
logic[1:0] P_STATE, N_STATE;
always_comb					
begin: NSOL
begin:NSL
N_STATE='bx;
case(P_STATE)
2'b00: N_STATE=2'b01;
2'b01: begin
	   if(DAC) N_STATE=2'b10;
	   else N_STATE=P_STATE;
	   end
2'b10: begin
	   if(DAC) N_STATE=P_STATE;
	   else N_STATE=2'b01;
	   end	
default: N_STATE='b0;
endcase
end:NSL
begin:OL
	 {DEC_R_NEG, INC_R_NEG, DEC_R_POS, INC_R_POS, M_ON,M_ON_P,M_ON_N, ZC, SCLR_PRNG, LOAD_PRNG, EN_PRNG}='b0;
	  {SCLR_R_NEG, SCLR_R_POS, SCLR_N_FLAG, SCLR_P_FLAG, LOAD_P_FLAG, LOAD_N_FLAG}='b0;	 
	  case(P_STATE)
	  2'b00:begin
	  		LOAD_PRNG='b1;
	  		end
	  2'b01:begin
	  		EN_PRNG='b1;
			if(DAC)
				begin
				ZC='b1;
				if(UI_LT_EQ_PRNG)
					begin
					if(P_POS_FLAG)INC_R_POS='b1;		
					else
						begin
						M_ON='b1; 
						M_ON_P='b1;
						LOAD_P_FLAG='b1;
						SCLR_N_FLAG='b1;
						end
					end
				else
					begin
					if(!P_POS_FLAG)
					begin
					if(R_POS_FLAG)
						begin
						M_ON='b1; 
						M_ON_P='b1;
						LOAD_P_FLAG='b1;
						SCLR_N_FLAG='b1;
						DEC_R_POS='b1;
						end
					end
					end
				end
			end
		2'b10:begin
	  		EN_PRNG='b1;
			if(!DAC)
				begin
				ZC='b1;
				if(UI_LT_EQ_PRNG)
					begin
					if(P_NEG_FLAG)INC_R_NEG='b1;		
					else
						begin
						M_ON='b1;
						M_ON_N='b1;
						LOAD_N_FLAG='b1;
						SCLR_P_FLAG='b1;
						end
					end
				else
					begin
					if(!P_NEG_FLAG)
					begin
					if(R_NEG_FLAG) 
						begin
						M_ON='b1;
						M_ON_N='b1;
						LOAD_N_FLAG='b1;
						SCLR_P_FLAG='b1;
						DEC_R_NEG='b1;
						end
					end
					end
				end
			end	
	default: ;
	endcase
end:OL
end:NSOL
always_ff @(posedge SYS_CLK, posedge A_RESET)
begin:PSR
if(A_RESET)P_STATE<='b0;
else P_STATE<=N_STATE;
end:PSR
endmodule:FSM
```
==> impl_report.txt <==
=== SYNTHESIS / PLACE & ROUTE SUMMARY ===
----------------------------------------------------
[Global routing]
  Maximum number of pins on one net before global-route repair ........................ 6
  Vias in the first global route ........................ about 330
  Total Routing Usage GR ........................ 0.02942
  Overflow left after global routing ........................ 0
  Wire length of the first global-routing pass ........................ 1.511 mm
  Number of antenna violations at the first check in global routing ........................ 0

[Die]
  Number of standard-cell rows in the floorplan ........................ 21
  Placeable Area ........................ 3416 um^2
  Die height ........................ 80 um
  Die X ........................ around 80 um
  Effective utilization at floorplan ........................ 0.07582
  Top Ports ........................ 25
  Total die size ........................ between 6000 and 7000 um^2

[Route]
  Ant. Diodes ........................ 0
  Number of vias in the routed layout ........................ about 300
  Remaining design rule violation count ........................ 0
  Average routed wire per standard cell ........................ about 9 um
  Post-route antenna net violation count ........................ 0
  Initial detailed-routing violation count ........................ 5
  Number of search-and-repair iterations in the first detailed-routing pass ........................ 2
  Routed via count divided by cell count ........................ 2.829
  DRT Wirelength ........................ around 950 um

[Power]
  Reported leakage power ........................ just under 0.0003 uW
  Peak supply drop ........................ approximately 0.40 mV
  Power per Cell Area ........................ 539.2 nW/um^2
  Part of the total power dissipated in combinational logic ........................ 0.271
  Sw Ratio ........................ 0.2451
  Sw Pwr ........................ between 70 and 80 uW
  Clock power frac ........................ 0.446
  Internal power consumption ........................ roughly 230 uW
  Share of power burned in registers ........................ 0.283

[Clock tree]
  Skew-Pair Late Insertion Delay ........................ between 0.2 and 0.25 ns
  TritonCTS sink count ........................ 3
  Maximum level of the CTS H-tree ........................ 1
  CTS tree ........................ yes
  Quantity of hold-fixing buffers added after cts ........................ 0
  CTS Root Buffer Type ........................ sky130_fd_sc_hd__clkbuf_4
  CTS Buffer Depth ........................ 2
  Clk slew on worst S/H paths ........................ about 0.040 ns
  Clock buffers created by TritonCTS ........................ 3

[Timing]
  Largest clock skew in the final design ........................ about 0.0033 ns
  RSZ-0062 raised after global routing ........................ true
  Highest clock rate ........................ roughly 0.65 GHz
  Hold_ws ........................ ~0.25 ns
  Final critical path time including I/O delays and setup ........................ about 1.5 ns
  Final worst-path cycle share ........................ 0.9608
  Finish-stage setup viols ........................ 0
  Final Max Tran Viols ........................ 0
  Final-report hold violation count ........................ 0

[Placement]
  HPWL Detailed ........................ around 770 um
  GPL Wtd Cong ........................ 0.7880
  Placed cell count ........................ between 90 and 100
  Count of buffers from port buffering ........................ 21

[Cells and area]
  Registers with the most flip-flops ........................ P_STATE x3
  Synthesis-to-finish area growth ........................ 114.0%
  Share of layout cells above drive strength 1 ........................ 0.4746
  Register containing the most flip-flops in the final layout ........................ P_STATE
  Number of standard cells in the layout, taps in and fillers out ........................ roughly 110
  Max reg flops ........................ 3

[Min path]
  Worst min-delay path class ........................ primary input to async pin

[Worst setup path]
  Worst Setup Path Type ........................ primary input to primary output
  Required arrival time at the worst endpoint ........................ 1.28 ns
  Worst-case register-to-register setup slack ........................ approximately 0.68 ns
  Total buffers and inverters traversed by the critical path ........................ 2
  Critical-path maximum fanout ........................ 2
  Crit path capture type ........................ primary output
  Maximum single-stage delay on the critical path ........................ ~0.48 ns
  Master of the slowest instance on the critical path ........................ sky130_fd_sc_hd__clkdlybuf4s50_1
  Arrival @ worst endpoint ........................ around 1.2 ns
  Worst path cell trace ........................ clkdlybuf4s50_1, nor4b_2, dlygate4sd2_1
  Top cell family by delay on the critical path ........................ buffers and inverters
  Startpoint Class ........................ primary input

[Synthesis]
  Number of register bits inferred by synthesis ........................ 3
  Distinct lib cells used ........................ 16
  Post-Syn Area ........................ approximately 260 um^2
  Count of mapped cells out of synthesis ........................ 30
  Synthesis Warnings ........................ 0
  Chip area estimate from yosys synthesis ........................ roughly 260 um^2
  Main area contributors ........................ sky130_fd_sc_hd__buf_4 20%, sky130_fd_sc_hd__dfrtp_1 19%, sky130_fd_sc_hd__dfstp_2 10%
  Post-synthesis cell count from yosys ........................ 30
  Portion of the post-synthesis area used by sequential elements ........................ 0.2947
  Post-Synthesis Mean Instance Area ........................ approximately 8.6 um^2
  Area share of the largest cell type after synthesis ........................ 0.2029
  Cell type contributing the most total cell area after synthesis ........................ sky130_fd_sc_hd__buf_4

[Status]
  Outcome ........................ finished, final reports clean

[Flow run]
  Maxcap violations ........................ 0
  Number of warnings in the stage logs ........................ 27

----------------------------------------------------
cell usage after synthesis, drive strengths merged:
cell and number:
nand2 4, nor3 1, o32ai 1, nor4b 1, buf 7, nor3b 1
dfstp 1, dfrtp 2, nor2 5, nand2b 2, inv 1, conb 1
nand3b 1, or2 1, and2 1
cell usage in the layout, fill, tap and decap left out:
cell                              instances
sky130_fd_sc_hd__nand2b_4                 1
sky130_fd_sc_hd__nor3_2                   1
sky130_fd_sc_hd__conb_1                   4
sky130_fd_sc_hd__clkdlybuf4s50_1          3
sky130_fd_sc_hd__clkbuf_2                 3
sky130_fd_sc_hd__and2_1                   1
sky130_fd_sc_hd__o32ai_2                  1
sky130_fd_sc_hd__nor3b_2                  1
sky130_fd_sc_hd__clkbuf_1                 1
sky130_fd_sc_hd__dlygate4sd2_1            6
sky130_fd_sc_hd__nor4b_2                  1
sky130_fd_sc_hd__clkbuf_4                 3
sky130_fd_sc_hd__nand2b_1                 1
sky130_fd_sc_hd__buf_4                    7
sky130_fd_sc_hd__inv_1                    1
sky130_fd_sc_hd__dlymetal6s2s_1           3
sky130_fd_sc_hd__clkdlybuf4s15_1          1
sky130_fd_sc_hd__or2_1                    1
sky130_fd_sc_hd__dfrtp_1                  2
sky130_fd_sc_hd__nor2_2                   3
sky130_fd_sc_hd__nor2_1                   2
sky130_fd_sc_hd__nand3b_1                 1
sky130_fd_sc_hd__nand2_1                  4
sky130_fd_sc_hd__buf_6                    1
sky130_fd_sc_hd__buf_2                    4
sky130_fd_sc_hd__dfstp_2                  1
sky130_fd_sc_hd__clkdlybuf4s15_2          1
path summary, 6_finish.rpt:
path,startpoint,endpoint,cells after the start
worst min-delay path,A_RESET,P_STATE[1],2
min in group clk0,DAC,P_STATE[2],3
worst max-delay path,R_NEG_FLAG,DEC_R_NEG,3
worst max register to register,P_STATE[1],P_STATE[1],2
max in group asynchronous,A_RESET,P_STATE[0],2
worst min register to register,P_STATE[0],P_STATE[2],1
power groups by stage:
stage	clock network (uW)	logic [uW]	registers (uW)
4_1_cts	139	86.0	84.7
5_1_grt	148	90.4	85.1
6_report	133	81.0	84.7
per-layer routing:
metal / GRT usage / wire, um
met5: 0 / 0
met4: 0.001761 / 0
met3: 0.03409 / 261
met2: 0.03050 / 251
met1: 0.03859 / 433
worst reg2reg max path, delay by kind of cell (launching register included):
| family | cells | cell delay [ns] |
|---|---|---|
| AND/OR/NAND/NOR | 2 | 0.41 |
| flip-flops | 1 | 0.39 |
area by class of cell:
class	count	area, um^2
multi-input cells	22	150.1
inverters	1	3.754
repair buffers	29	240.2
flip-flops and latches	3	76.32
fillers	394	2861
well taps	46	57.56
clock buffers	4	26.28
metrics by stage:
stage	power [uW]	setup slack (ns)	cell area [um^2]	TNS (ns)	utilization
after floorplan	114.7	0.4804	270.3	0	-
after global placement	165.9	-0.5060	500.5	-5.167	0.1465
after detailed placement	166.1	-0.5538	500.5	-5.516	0.1465
after CTS	309.4	-0.003086	568.0	-0.003086	0.1663
after global routing	324.0	-0.03265	554.3	-0.03265	0.1623
final	298.9	0.06268	554.3	0	0.1623
logic make-up after synthesis:
kind of cell	Yosys count	synth area share
DFF	3	0.2947
and+or+nand+nor	17	0.4106
buffers and inverters	8	0.2174
AOI/OAI and AO/OA	1	0.06282
other	1	0.01448
what timing repair did:
action,in CTS,in global routing
pin swaps,8,5
setup buffers,8,0
gates resized,34,7
endpoints found under the setup margin,13,9
No activity file was given, so power comes from the tool's default toggle rates.
