**./config.mk**
```make
export PLATFORM = sky130hd
export DESIGN_NAME = PRNG
export DESIGN_NICKNAME = PRNG
export VERILOG_FILES = /design/flow/design.v
export SDC_FILE = /design/flow/constraint.sdc
export NUM_CORES = 4
export LEC_CHECK = 1
export CORE_AREA = 10 10 70 70
export DIE_AREA = 0 0 80 80
export SYNTH_HDL_FRONTEND = slang
```
**./constraint.sdc**
```tcl
current_design PRNG

set clk_period 1.3
set clk_io_pct 0.2

create_clock -name clk0 -period $clk_period [get_ports {SYS_CLK}]

set non_clock_inputs [all_inputs -no_clocks]
set_input_delay [expr $clk_period * $clk_io_pct] -clock clk0 $non_clock_inputs
set_output_delay [expr $clk_period * $clk_io_pct] -clock clk0 [all_outputs]
```
**./design.v**
```verilog
timeunit 1ns;
timeprecision 1ps;
extern module PRNG (
	input logic SCLR_PRNG,
	logic LOAD_PRNG,
	logic EN_PRNG,
	logic [3:0] SEED,
	logic SYS_CLK,
	output logic[3:0] PRNG
);
module PRNG(.*); 
always_ff@(posedge SYS_CLK)
begin
	if(SCLR_PRNG)
	PRNG<=4'b0001; 
	else if(LOAD_PRNG) 
	PRNG<=SEED;
	else if(EN_PRNG) PRNG<={PRNG[2:0],(PRNG[3]^PRNG[0])};
end
endmodule :PRNG
```
**./run.sh**
```bash
#!/bin/bash
# OpenROAD 26Q1-2900-gdf79404cd8, Yosys 0.63+post, stock flow scripts
make -C /OpenROAD-flow-scripts/flow DESIGN_CONFIG=/design/flow/config.mk WORK_HOME=/design/flow/orfs finish
```
==> out/results.ini <==
[drt]
antenna_violating_nets_left = 0
via_count = 226
finalWirelength_um = 751
post_drt_wl_per_cell_um = 8.94
route.antenna.diode_count = 0
first_pass_iters = 2
drt_drc_violations_left = 0
dr.first_iter.drc_count = 14
post_drt_via_cell_ratio = 2.69

[pwr]
sw_frac_of_total = 0.224
peakVddDrop_uv = 188
seq_power_share = 0.371
internal_power_uw = 296
power-per-cell-area_nw_per_um2 = 867
p_leak_uw = 0.000189
power.share.combinational = 0.222
overall_power_of_the_completed_layout_uw = 382
power_switching_uw = 85.3
power_frac_clock = 0.407

[placed_design]
port_buffers = 11
dpl.cell_count = 78
dp_hpwl_um = 556
gpl.final_weighted_congestion = 0.742

[layout]
fillCellCount = 394
layout_top_cells_excl_fill_tap = 7 x sky130_fd_sc_hd__clkdlybuf4s50_1, 5 x sky130_fd_sc_hd__buf_4, 4 x sky130_fd_sc_hd__dfxtp_2
layout-drive-gt1-share = 0.421
finish.cell_count_without_fillers = 84
seq_area_um2 = 85.1
synthToLayoutAreaGrowth_pct = 103
largest_register_ffs = 4
fin_util = 0.129
most_common_cell_after_layout_fill_and_taps_aside = sky130_fd_sc_hd__clkdlybuf4s50_1
layout_top_registers = PRNG: 4 flops
logic_area_um2 = 121
max_flop_register = PRNG

[worst_setup_path]
critical_path_data_arrival_time_ns = 1.01
crit_path_kind = flop to output port
launching_point_of_the_worst_reg2reg_path = PRNG[0]
cp-end-kind = output port
timing.critical_path.required_ns = 1.04
kind_of_cell_adding_the_most_delay_to_the_critical_path = buffers and inverters
path_cells = clkdlybuf4s50_1
cp-startpoint = PRNG[2]
critical_path.max_stage_delay_ns = 0.46
cp_max_fo = 2
critical_path.n_buffers_inverters = 1
worst_setup_path_start_kind = flop
worst_path_max_delay_cell = sky130_fd_sc_hd__clkdlybuf4s50_1

[clock_network]
tritoncts = yes
cts-buffers-inserted = 3
cts.htree.levels = 1
clock_path_buffers = 2
clk_root_buffer_cell = sky130_fd_sc_hd__clkbuf_4
insertion_delay_ns = 0.23
cts.sink_count = 4
clkTransAtPathRegs_ns = 0.04
cts_hold_repair.buffers = 0

[sta]
worst_slew_margin_rel = 0.868
final-max-slew-violation-count = 0
timing.final.crit_share = 0.980
layout_min_cycle_time_ns = 1.27
timing.final.setup_violations = 0
tightest_slew_ns = 0.193
fmaxAchievable_mhz = 785
clock_tree_skew_after_final_layout_ns = 0.00105
timing.final.hold_violations = 0

[die]
core.rowCount = 21
die.size.y_um = 80
initCoreUtil = 0.0634
chipWidth_um = 80
top_level_ports = 12
coreArea_um2 = 3420
die_area_um2 = 6400

[global_routing]
grt_usage = 0.0248
grt_max_degree = 5
first_global_vias = 240
grt_overflow = 0
grt_pass1_wl_um = 1190
antenna_found_initial = 0

[logic_synthesis]
ys_seq_frac = 0.370
netlist-cell-type-count = 11
synth_area_um2 = 216
synth.avg_cell_area_um2 = 10.8
yosysCellCount = 20
yosysChipArea_um2 = 216
yosys_register_bits = 4
synth-warning-count = 0
synthesis.instances = 20

[min_path]
hp-class = primary input to flop
worst_hold_startpoint = LOAD_PRNG

[run]
tool_warnings = 25
drv_cap = 0

[run_status]
outcome = complete, no violations

## cells in the mapped netlist
master,number,area (um^2)
sky130_fd_sc_hd__and2b_1,1,7.51
sky130_fd_sc_hd__inv_1,1,3.75
sky130_fd_sc_hd__and4bb_1,1,12.5
sky130_fd_sc_hd__dfxtp_1,4,80.1
sky130_fd_sc_hd__buf_6,1,11.3
sky130_fd_sc_hd__mux2i_1,3,30.0
sky130_fd_sc_hd__a211oi_1,3,22.5
sky130_fd_sc_hd__and2_2,1,7.51
sky130_fd_sc_hd__nand2_1,1,3.75
sky130_fd_sc_hd__a2111o_1,1,11.3
sky130_fd_sc_hd__nor2b_2,3,26.3
## cell type report
cell class                      count  share of cell area
Clock buffer                        3              0.0511
Multi-Input combinational cell     14               0.276
Timing Repair Buffer               16               0.341
Inverter                            1             0.00852
Sequential cell                     4               0.193
Tap cell                           46               0.131
## stage by stage
stage          cell area [um^2]  setup TNS [ns]  hold WS [ns]  setup slack [ns]
2_1_floorplan               216               0         0.333             0.279
3_5_place_dp                388          -0.239         0.534            -0.201
3_3_place_gp                388          -0.206         0.517            -0.205
5_1_grt                     440       -0.000279         0.492         -0.000279
4_1_cts                     428               0         0.527            0.0127
6_report                    440               0         0.450            0.0257
## power groups by stage
stage | clock, uW | combinational (uW) | sequential [uW]
5_1_grt | 172 | 93.5 | 143
4_1_cts | 160 | 81.9 | 142
6_report | 155 | 84.8 | 142
## cells by family after synthesis
| kind of cell | after synthesis | share of synthesized area |
|---|---|---|
| multiplexers | 3 | 0.139 |
| flip-flops | 4 | 0.370 |
| buffers and inverters | 2 | 0.0693 |
| AND/OR/NAND/NOR | 7 | 0.266 |
| AND-OR/OR-AND | 4 | 0.156 |
## repair_timing
action                     in CTS  in global routing
gates resized                   6                  2
buffers inserted                2                  1
setup endpoints to repair       4                  3
## metal layers
| layer | share of wire | track usage | wire [um] |
|---|---|---|---|
| met1 | 0.55 | 0.0365 | 415 |
| met2 | 0.26 | 0.0217 | 197 |
| met3 | 0.18 | 0.0250 | 138 |
| met4 | 0 | 0.00528 | 0 |
| met5 | 0 | 0 | 0 |
## path summary, 6_finish.rpt
kind	slack [ns]	cells past startpoint	endpoint
worst max register to register	0.20	3	PRNG[0]
worst min-delay path	0.45	3	PRNG[0]
worst min register to register	0.53	2	PRNG[0]
worst max-delay path	0.03	1	PRNG[2]
Power and IR drop assume default switching activity.
